### design/flow/design.v
module ram (
    input [3:0] addr_in,
    input [3:0] addr_in_manual,
    input program_mode, addr_clr, clk, addr_en, load_manual, load, dataout_en,
    input [7:0] data_in_manual,
    inout wire [7:0] data
) ;
    reg [7:0] memory [16:0];
    reg [3:0] addr;
    wire load_en;
    wire [7:0] data_in_final;
    wire [3:0] addr_in_final;
    reg load_clked;
    always @(posedge clk) begin
        if (load) begin
            load_clked = 1;
            #1
            load_clked = 0;
        end
        else
            load_clked = 0;
    end
    assign load_en = (program_mode) ? load_manual : load_clked;
    assign data_in_final = (program_mode) ? data_in_manual : data;
    assign addr_in_final = (program_mode) ? addr_in_manual : addr;
    always @(posedge clk) begin
        if (addr_en)
            addr = addr_in;
    end
    always @(*) if (addr_clr) addr = 4'b0;
    always @(*)
        if (load_en) memory[addr_in_final] = data_in_final;
    assign data = (dataout_en) ? memory[addr_in_final] : 8'bz;
endmodule
### design/flow/run.sh
#!/bin/bash
# OpenROAD 26Q1-2900-gdf79404cd8, Yosys 0.63+post, stock flow scripts
make -C /OpenROAD-flow-scripts/flow DESIGN_CONFIG=/design/flow/config.mk WORK_HOME=/design/flow/orfs finish
### design/flow/config.mk
export PLATFORM = sky130hd
export DESIGN_NAME = ram
export DESIGN_NICKNAME = ram
export VERILOG_FILES = /design/flow/design.v
export SDC_FILE = /design/flow/constraint.sdc
export NUM_CORES = 4
export LEC_CHECK = 1
export CORE_UTILIZATION = 30
### design/flow/constraint.sdc
current_design ram

set clk_period 2.0
set clk_io_pct 0.2

create_clock -name clk0 -period $clk_period [get_ports {clk}]

set non_clock_inputs [all_inputs -no_clocks]
set_input_delay [expr $clk_period * $clk_io_pct] -clock clk0 $non_clock_inputs
set_output_delay [expr $clk_period * $clk_io_pct] -clock clk0 [all_outputs]
==> flow_summary_export.csv <==
group,metric,value,unit
floorplanning,row_count,38,
final_timing,worstMarginPinSlew,0.399,ns
synth,synth-adder-area-share,0,%
floorplanning,fp.dieW,109,um
worst_setup_path,cp-startpoint,"addr_in_manual[0]",
synth,edf_count,0,
floorplanning,die-area,12000,sq um
worst_setup_path,cpMostUsedCell,"buf_12",
worst_setup_path,crit_slowest_cell,"or2_4",
synth,ys_sh_xor,0,%
run,tool_warnings,38,
synth,ys_sh_mux,8.47,%
global_routing,grt_pass1_vias,2883,
synth,syn_area_per_cell,9.71,sq um
hold_path,whs_endpoint,"data[4]",
final_timing,finalHoldViolCount,0,
final_timing,hold_slack,1.31,ns
final_timing,max_freq,478,MHz
synth,ys_ff,128,
cells_and_area,syn_to_final_growth,47.8,%
final_timing,rsz0062_at_grt,"yes",
route,remaining_drc_errors,0,
clocking,postCtsHoldBufs,0,
cells_and_area,drive_above_1_share,39.1,%
global_routing,grt_max_degree,17,
placed_design,post-place-ws,-0.740,ns
floorplanning,die_height,109,um
placed_design,gp_routability_congestion,0.922,
hold_path,hp-start,"program_mode",
placed_design,io_buffers,14,
route,drt-wirelength-per-cell,18.7,um
hold_path,hp-class,"primary input to primary output",
synth,flop_cell,"dlxtn_1",
final_timing,slew-limit-headroom,73.3,%
global_routing,grt_pass1_wl,16200,um
synth,yosys_cells,356,
synth,yosys.area_share.simple,17.8,%
route,ant_nets,0,
worst_setup_path,critPathCaptureType,"primary output",
worst_setup_path,path_cells,"buf_12 > buf_12 > buf_12 > buf_6 > or2_4 > a21oi_1 > a2111oi_4 > a31oi_2",
route,drt_iter0_markers,172,
final_timing,untimed_endpoints,128,
power,p_per_area,218,nW/um^2
synth,yosys-stat-area,3460,sq um
synth,top_area_cell,"dlxtn_1",
global_routing,antenna_found_initial,0,
synth,yosysWarningCount,19,
synth,syn_inst,356,
cells_and_area,largest_register_ffs,128,
outcome,status,"finished with violations",
final_timing,unclocked_regs,128,
power,ir_drop,132,uV
cells_and_area,layout_top_cell,"dlxtn_1",
hold_path,min_path_cells,4,
worst_setup_path,slowest_delay,0.27,ns
synth,logic_family,"simple AND/OR/NAND/NOR gates",
route,antennaDiodeCount,0,
final_timing,worst_slack,-0.0905,ns
cells_and_area,layout.area.seq,1920,sq um
final_timing,report.final.slew_viol_count,0,
synth,yosysUniqueCellTypes,50,
worst_setup_path,startpoint_type,"primary input",
floorplanning,fp.coreArea,11000,sq um
cells_and_area,nFillCells,924,
cells_and_area,most-common-layout-cells,"128 x dlxtn_1, 55 x buf_4, 23 x buf_6",
outcome,violations,"setup timing",
placed_design,hpwl,7200,um
cells_and_area,logic_area,1950,sq um
synth,ys_async_sr_fraction,0,%
worst_setup_path,path_max_fanout,7,
global_routing,grt-ovfl-total,0,
synth,top_area_share,55.5,%
route,drt-pass1-iter-count,5,
run,maxCapViolations,0,
power,power_leakage,2.27,nW
synth,syn-cell-area,3460,sq um
route,avgViaCountPerCell,5.32,
synth,synth-compound-area-share,13.2,%
floorplanning,io_pins,31,
final_timing,finalCritPeriodShare,105,%
worst_setup_path,critPathRequiredTime,1.60,ns
worst_setup_path,cp.arrival,1.69,ns
floorplanning,fp_util,31.3,%
final_timing,setup_viol,7,
worst_setup_path,path_class,"primary input to primary output",
route,drt-total-wl,10800,um
global_routing,grt_use_total,18.6,%
route,vias,3068,
final_timing,period_needed,2.09,ns
synth,synthTopCellsByArea,"dlxtn_1 56%, mux2i_1 5.2%, mux2_2 3.3%, and3_1 3.1%, a2111oi_0 2.5%",
==> synthesized netlist by cell type (3+ instances only) <==
cell / instances
a2111oi_0: 10
a21o_1: 5
a21oi_1: 9
a221oi_1: 7
a31oi_1: 7
and2_1: 3
and3_1: 17
buf_2: 11
buf_4: 4
buf_6: 4
dlxtn_1: 128
inv_1: 8
mux2_2: 10
mux2i_1: 18
nand2_1: 19
nand3_1: 12
nand3b_1: 4
nand4b_1: 4
nor2_1: 22
nor3_1: 8
o22ai_1: 6
==> layer usage <==
layer  global-route usage, %  part of all wire (%)  vias up
li1                        -                     -     1438
met1                    30.4                    46     1465
met2                    27.7                    43      151
met3                    2.36                   8.6       14
met4                    2.67                   2.0        0
met5                       0                     0        -
==> metrics by stage <==
stage          utilization, %  power [mW]  TNS, ns  std cells  instance area [sq um]
2_1_floorplan               -       0.635        0        356                   3460
3_3_place_gp             37.3       0.849    -4.98        546                   4110
3_5_place_dp             37.3       0.854    -4.96        546                   4110
4_1_cts                  43.3        1.01   -0.907        573                   4770
5_1_grt                  46.3        1.18   -0.850        577                   5110
6_report                 46.3        1.11   -0.489        577                   5110
==> how the worst max path moves through the flow <==
stage / cells after the start / to
6_report: 8 / data[6]
5_1_grt: 8 / data[6]
4_1_cts: 9 / data[0]
==> where the power goes <==
| part | switching, mW | internal, mW | leakage, nW |
|---|---|---|---|
| clock network | 0 | 0 | 0 |
| registers | 0.0886 | 0.324 | 1.04 |
| logic | 0.354 | 0.345 | 1.23 |
==> logic make-up after synthesis <==
logic type | count (synthesis)
compound gates | 59
buf+inv | 30
latches | 128
mux | 28
simple gates | 111
==> critical path: cells and delay by family <==
| family | cells | cell delay [ns] |
|---|---|---|
| buffers and inverters | 4 | 0.49 |
| and+or+nand+nor | 1 | 0.27 |
| AOI/OAI and AO/OA | 3 | 0.51 |
==> final cells by class <==
class                   count  share of cell area, %
inverters                   9                  0.661
multi-input cells         198                   38.1
flip-flops and latches    128                   37.6
well taps                 140                   3.43
repair buffers            102                   20.2
==> what timing repair did <==
item | 4_1_cts | 5_1_grt
gates resized | 113 | 56
endpoints found under the setup margin | 8 | 8
buffers inserted | 25 | 7
pin swaps | 27 | 31
hold endpoints to repair | 0 | 0
gates cloned | 3 | 0
Power and IR drop assume default switching activity.
