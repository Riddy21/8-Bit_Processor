$ cat config.mk
export PLATFORM = sky130hd
export DESIGN_NAME = alu
export DESIGN_NICKNAME = alu
export VERILOG_FILES = /design/flow/design.v
export SDC_FILE = /design/flow/constraint.sdc
export NUM_CORES = 4
export LEC_CHECK = 1
export CORE_AREA = 10 10 82 82
export DIE_AREA = 0 0 92 92
$ cat constraint.sdc
current_design alu

set clk_period 3.8
set clk_io_pct 0.2

create_clock -name clk0 -period $clk_period [get_ports {flag_clk}]

set non_clock_inputs [all_inputs -no_clocks]
set_input_delay [expr $clk_period * $clk_io_pct] -clock clk0 $non_clock_inputs
set_output_delay [expr $clk_period * $clk_io_pct] -clock clk0 [all_outputs]
$ cat design.v
module alu(
    input [7:0] a, b,
    input sub, en, flag_clk, flag_clr, flag_en,
    output reg [7:0] ans, 
    output reg carry, is_zero
);
    integer ans_wcarry;
    always @(*) begin
        case (sub)
            1 : ans_wcarry = a - b;
            0 : ans_wcarry = a + b;
        endcase
        if (en)
            ans = ans_wcarry[7:0];
        else
            ans = 8'bz;
    end
    always @(posedge flag_clk or posedge flag_clr) begin
        if (flag_clr) begin
            carry = 0;
            is_zero = 0;
        end
        else if (flag_en) begin
            carry = ans_wcarry[8];
            is_zero = (ans_wcarry  == 0);
        end
    end
endmodule
$ cat run.sh
#!/bin/bash
# OpenROAD 26Q1-2900-gdf79404cd8, Yosys 0.63+post, stock flow scripts
make -C /OpenROAD-flow-scripts/flow DESIGN_CONFIG=/design/flow/config.mk WORK_HOME=/design/flow/orfs finish
==> summary.txt <==
yosys + openroad results -> Top non-seq family adder cells, Filler cells 558, CP Capture Type output port, Startpoint Class input pin, CP Cell Sequence clkdlybuf4s50_1, buf_4, ha_2, fa_2, nor2b_1, nor2_1, o21ai_2, and3_1, or2_1, clkdlybuf4s50_1, htree depth 1, crit path time final 3.77 ns, static leakage 0.663 nW, final worst path period share 99.2%, synthesized instance count 120, ys cells 120, HP Start carry$_DFFE_PP0P_, Final Hold Fails 0, mux share under 10%, Synth Area in Adders 27.4%, maxcap violations 0, Post-synth ARST share around 100%, mean post-synth cell area 7.30 sq um, DRT iter0 DRCs 38, Synth Flop Type dfrtp_1, DIE WIDTH around 90 microns, simple-gate area share of the yosys netlist between 20% and 30%, reg2reg start carry$_DFFE_PP0P_, r2r worst-path depth 1, I/O Buffers 29, Total Power 0.300 mW, # IOs 31, Core Density at Floorplan between 10% and 20%, RSZ-0062 raised after global routing yes, Max Buffers Root-to-Sink 2, PwrDens 208 nW/um^2, worst-path maximum fanout 2, total track usage 5.67%, Yosys warning total 2, CP peak stage delay 0.42 ns, worst slew pin tran just under 0.4 ns, Log Warnings 35, first-pass GRT wire length 4150 microns, number of global-route vias before repair around 960, hold path cells 1, core area between 5000 and 6000 sq um, Placed Area ~1300 sq um, clk ins delay skew pair 0.21 ns, clock root buffer clkbuf_8, Final GP Congestion between 0.8 and 0.9, worst min-delay path class reg -> reg, EDFF count, synth 0, Post-Synthesis Cell Area slightly below 900 sq um, status finished, final reports clean, Slew HR 73.3%, Finished Cell Area roughly 1400 sq um, # setup viols final 0, yosys stat area 876 sq um, area fraction in compound gates after synthesis 25.7%, Final Skew 0 ns, CTS sink count 2, DRC 0, Worst R2R End carry$_DFFE_PP0P_, initial antenna violation count 0, CTS tree done, Final ANT Viol Nets 0, register area share after synthesis 5.71%, Post-Route WL 2460 microns, R2R setup slack 3.14 ns, Hold WS between 0.4 and 0.5 ns, Hold EP carry$_DFFE_PP0P_, flops out of synthesis 2, max-slew violations 0, Area growth syn-to-layout 64.9%, DP HPWL 2120 microns, ANT cells 0, Cell Rows 26, Via density between 4 and 5, die area 8460 sq um, CP most frequent cell clkdlybuf4s50_1, CP max stage cell clkdlybuf4s50_1, clock-pin slew on the worst setup and hold paths 0.03 ns, Max IR drop VDD 0.000116 V, gr ovfl total 0, Synth Area in XOR/XNOR under 10%, router iterations before antenna repair 4, Top cell excl fill/tap clkdlybuf4s50_1, chip height 92 microns, data required time of the worst path 3.04 ns, unique cell type count in the Yosys netlist 37, WP data arrival 3.01 ns, drt wl/cell ~11 microns, hold buffers post-CTS 0, layout cell share with drive strength beyond 1 between 20% and 30%, largest net degree at the start of global routing 14, most frequent cells in the layout 26 x clkdlybuf4s50_1, 23 x buf_4, 17 x inv_1, fmax 265 MHz, Setup CP Type in -> out, total number of vias 945, Setup TNS Final 0 ns, CTS buffer count 3
## worst max path at each step
stage | startpoint | to | cells past startpoint | slack [ns]
CTS | a[0] | ans[4] | 10 | 0.007
global route | a[0] | ans[4] | 10 | -0.08
finish | a[0] | ans[4] | 10 | 0.03
## per-stage QoR
step | instances | setup WS (ns) | utilization [%]
floorplan | 120 | 0.824 | -
global placement | 226 | -0.137 | 26.0
detailed placement | 226 | -0.154 | 26.0
CTS | 234 | 0.00747 | 28.3
global route | 234 | -0.0819 | 28.5
finish | 234 | 0.0300 | 28.5
## logic make-up (layout without fill, tap and decap cells)
kind of cell / count (synthesis) / in the layout
buffers and inverters: 28 / 72
adder cells (fa/ha/maj): 18 / 18
flip-flops: 2 / 2
AND-OR/OR-AND: 33 / 33
multiplexers: 1 / 1
XOR/XNOR: 4 / 4
AND/OR/NAND/NOR: 34 / 34
## routing by layer
| layer | wire (microns) | part of all wire [%] | vias up | global-route usage (%) |
|---|---|---|---|---|
| met5 | 0 | 0 | - | 0 |
| met4 | 0 | 0 | 0 | 0.514 |
| met2 | 1150 | 47 | 15 | 9.47 |
| li1 | - | - | 503 | - |
| met3 | 170 | 6.9 | 0 | 1.89 |
| met1 | 1150 | 47 | 427 | 7.17 |
## critical path: cells and delay by family
family	cells	cell delay (ns)
AND/OR/NAND/NOR	4	0.70
AND-OR/OR-AND	1	0.07
buffers and inverters	3	0.97
adder cells (fa/ha/maj)	2	0.52
## repair_timing
item / in CTS / in global routing
resized: 12 / 4
hold endpoints to repair: 0 / 0
setup buffers: 5 / 0
pin swaps: 6 / 1
endpoints found under the setup margin: 4 / 3
## cell type report
type | instances | area (sq um) | area share, %
Multi-Input combinational cell | 90 | 742 | 51.4
Timing Repair Buffer | 52 | 459 | 31.8
Tap cell | 70 | 87.6 | 6.07
Inverter | 17 | 63.8 | 4.42
Sequential cell | 2 | 50.0 | 3.47
Clock buffer | 3 | 41.3 | 2.86
## cells in the mapped netlist, drive strengths merged (2+ instances only)
master  count  area share, %
dfrtp       2            5.7
buf         8            6.9
nor2b       5            3.6
xor2        2            2.0
xnor2       2            2.0
nand2       6            2.6
o311ai      2            2.0
and3        2            1.4
a21o        2            1.7
a211oi      2            1.7
nand4       2            1.4
nor2        8            3.4
ha         16             23
o21a        2            1.7
clkbuf      3            1.3
nand2b      2            1.4
o31ai       2            1.7
nor3        2            1.1
a21oi       8            4.6
or4         3            2.6
inv        17            7.3
o21ai       7            4.0
fa          2            4.6
## flip-flops by register name, summed over array words and instances (netlist names)
name / count
carry: 1
is_zero: 1
## power by group
group / switching, mW / internal, mW / leakage (nW) / total [mW]
Sequential: 0.000876 / 0.0231 / 0.0260 / 0.0239
Clock: 0.0160 / 0.0669 / 0.0216 / 0.0829
Combinational: 0.0777 / 0.115 / 0.616 / 0.193
Total: 0.0945 / 0.205 / 0.663 / 0.300
Power and IR drop assume default switching activity.
