==> design/flow/config.mk <==
export PLATFORM = sky130hd
export DESIGN_NAME = register_8
export DESIGN_NICKNAME = register_8
export VERILOG_FILES = /design/flow/design.v
export SDC_FILE = /design/flow/constraint.sdc
export NUM_CORES = 4
export LEC_CHECK = 1
export CORE_AREA = 10 10 70 70
export DIE_AREA = 0 0 80 80
==> design/flow/constraint.sdc <==
current_design register_8

set clk_period 1.2
set clk_io_pct 0.2

create_clock -name clk0 -period $clk_period [get_ports {clk}]

set non_clock_inputs [all_inputs -no_clocks]
set_input_delay [expr $clk_period * $clk_io_pct] -clock clk0 $non_clock_inputs
set_output_delay [expr $clk_period * $clk_io_pct] -clock clk0 [all_outputs]
==> design/flow/design.v <==
module register_8 (
    input clk, clr, en, load,
    input [7:0] data_in,
    output reg [7:0] data_out
);
    reg [7:0] data;
    always @(posedge clk) begin
        if (en) begin
            if (clr)
                data = 8'b0;
            else if (load)
                data = data_in;
            data_out = data;
        end
        else
            data_out = 8'bz;
    end
endmodule
==> design/flow/run.sh <==
#!/bin/bash
# OpenROAD 26Q1-2900-gdf79404cd8, Yosys 0.63+post, stock flow scripts
make -C /OpenROAD-flow-scripts/flow DESIGN_CONFIG=/design/flow/config.mk WORK_HOME=/design/flow/orfs finish
==> job_summary.md <==
## PnR job results

| Metric | Value |
|---|---|
| Status | `completed` |
| Dpl cells | `100` |
| Setup Viol. Count Final | `0` |
| Initial Util | `roughly 15%` |
| Placer Congestion | `0.7020` |
| Setup Buffers After CTS | `0` |
| Hold Violations, Final | `0` |
| Top cells by area | `edfxtp_1 46%, dfxtp_1 30%, mux2i_1 15%` |
| Core area | `0.003416 mm²` |
| Min Tclk post-route | `1.129 ns` |
| Pre-CTS setup slack | `-0.2191 ns` |
| Initial antenna violation count | `0` |
| Cell class contributing the biggest share of worst-path delay | `buffers and inverters` |
| Final core utilization | `24.40%` |
| Vias in the first global route | `342` |
| Dominant cell area share | `45.71%` |
| Tot GR Track Use | `under 10%` |
| Post-route clock period utilization | `94.07%` |
| Clk pin slew, worst setup/hold paths | `approximately 0.080 ns` |
| Synth Flop Type | `edfxtp_1` |
| CP startpoint kind | `input pin` |
| Area leader, netlist | `edfxtp_1` |
| Worst slew pin tran | `0.1479 ns` |
| GRT overflow | `0` |
| Peak VDD IR | `372.0 µV` |
| Post-synth top cells | `8 x dfxtp_1, 8 x edfxtp_1, 8 x mux2i_1, 8 x nor2_1` |
| Via Count | `322` |
| Drt first pass iters | `4` |
| Yosys Instances | `34` |
| Mapped cell area | `525.5 µm²` |
| Async SR Flop Fraction | `0%` |
| Root buf cell | `clkbuf_4` |
| Post-synthesis register bit count | `16` |
| Crit-path max FO | `8` |
| Drt first-iter violations | `18` |
| Tool warnings | `25` |
| Final Max Slew Viols | `0` |
| Critical Path Sink Type | `register` |
| Yosys chip area | `525.5 µm²` |
| Unrepaired setup endpoints after global routing | `false` |
| Met3 Use GR | `about 3.2%` |
| H-Tree Depth | `1` |
| Pwr Density | `1280 mW/mm²` |
| Max_cap viols | `0` |
| Number of CTS-inserted buffers | `3` |
| Sequential-to-total area share from yosys stat | `between 70 and 80%` |
| Highest clock rate | `885.8 MHz` |
| CP Cell Sequence | `clkdlybuf4s50_1 -> buf_12 -> mux2i_1 -> nor2_1` |
| Buffers & Inverters on Critical Path | `2` |
| Critical Path AT | `1.16 ns` |
| Clk latency of the worst-skew pair | `0.27 ns` |
| Mapped Cells | `34` |
| Row count | `21` |
| M1 GR Usage | `between 3 and 4%` |
| Non-filler instance count after layout | `~100` |
| CTS tree | `yes` |
| Port-buffer cells | `19` |
| Worst relative slew slack | `89.86%` |
| Post-route DRC | `0` |
| Share of cells above drive strength 1 | `13.79%` |
| Die Span Y | `80 µm` |
| N_diodes | `0` |
| Clock Skew | `0.004429 ns` |
| Pin count of the biggest net entering global routing | `10` |
| DRT Wirelength | `about 1100 µm` |
| Bufs on Longest Clock Path | `2` |
| Fin worst setup slack | `0.07111 ns` |
| Synth warn | `2` |
| Crit path DRT | `1.23 ns` |
| Critical Path Max Stage Delay | `0.51 ns` |
| Drt via density | `3.096` |
| Number of synthesized flops with an enable pin | `8` |
| Top Usage Layer GRT | `met2` |
| Met2 Resource Use GR | `between 5 and 6%` |
| Sink Count | `16` |
| First-pass GRT wire length | `1573 µm` |
| Die X | `about 80 µm` |
| Synthesis-to-layout area growth | `58.57%` |
| Final hold slack | `0.5316 ns` |
| Mapped Avg Cell Area | `15.46 µm²` |
| Flop area | `around 400 µm²` |
| I/O pin count | `20` |
| CP max stage cell | `clkdlybuf4s50_1` |
| Remaining antenna violation count | `0` |
| Die ar. | `0.006400 mm²` |
| Post-synthesis cell type count | `6` |
| Area of the multi-input gates | `110.1 µm²` |
| Critical path class | `input pin to register` |
| P_leak | `0.3539 nW` |
| Hold/Removal Path Class | `register to register` |
| WL per Instance | `around 10 µm` |
| Filler cells | `371` |
[sequential cells by signal, indices dropped and copies added (netlist names)]
name	count
data	8
data_out	8
[cell usage in the layout (no fill, tap or decap), drive strengths merged]
master and n:
nor2 8, dfxtp 8, edfxtp 8, buf 3
clkbuf 4, mux2i 8, clkdlybuf4s50 11, dlygate4sd2 8
[final timing paths]
check                    startpoint                   to  slack [ns]  depth (start not counted)
setup / recovery               load    data[5]$_DFFE_PP_        0.07                          4
hold / removal    data[2]$_DFFE_PP_  data_out[2]$_DFF_P_        0.53                          2
setup reg to reg  data[5]$_DFFE_PP_    data[5]$_DFFE_PP_        0.38                          2
hold reg to reg   data[2]$_DFFE_PP_  data_out[2]$_DFF_P_        0.53                          2
[per-layer routing]
layer,vias to the layer above,part of all wire [%]
met1,142,41
met3,0,12
met2,14,47
met5,-,0
met4,0,0
li1,166,-
[timing repair]
item / CTS / global route
gates resized: 9 / 0
hold endpoints to repair: 0 / 0
setup endpoints to repair: 8 / 0
hold buffers: 0 / 0
[final cells by class]
cell class | count | share of cell area, %
Tap cell | 46 | 6.907
Sequential cell | 16 | 48.20
Timing Repair Buffer | 22 | 27.33
Multi-Input combinational cell | 16 | 13.21
Clock buffer | 4 | 4.354
[tightest hold or removal path, stage by stage (launching register included)]
cell and delay, ns:
edfxtp_1 0.32, mux2i_1 0.06, nor2_1 0.11
[stage by stage]
stage / setup TNS [ns] / power, W / cell area, µm²
detailed placement: -2.248 / 0.0007666 / 805.8
global placement: -1.957 / 0.0007639 / 805.8
floorplan: 0 / 0.0006650 / 525.5
CTS: 0 / 0.001087 / 833.3
global route: 0 / 0.001121 / 833.3
finish: 0 / 0.001067 / 833.3
[kinds of logic after synthesis]
kind of cell,Yosys count,synth area share (%)
DFF,16,76.19
and+or+nand+nor,8,5.715
buffers and inverters,2,2.856
muxes,8,15.24
[power by group]
group          internal [W]  switching [W]  total [W]
Sequential         0.000612     0.00000695   0.000619
Combinational     0.0000787      0.0000400   0.000119
Clock              0.000184       0.000144   0.000329
Power figures rest on the tool's default switching activity, not on a simulated workload.
